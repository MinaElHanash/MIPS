`design.v`:
```
module register_file (
    input [4:0] read_address_1, read_address_2, write_address,
    input [31:0] write_data,
    input reg_write, clk, rst,
    output [31:0] reg_out_1, reg_out_2
);
    reg [31:0] registers [0:31];  
    integer i;  
    always @(posedge clk)
        begin
            if (rst)  
                begin
                    for (i = 1 ; i<32 ; i = i+1 ) begin
                        registers[i] <= 32'd0;
                    end
                end
            else if (reg_write && (write_address!= 5'd0))  
                begin
                    registers[write_address] <= write_data;
                end
        end
    assign reg_out_1 = (read_address_1 == 5'd0) ? 32'd0 : registers[read_address_1];
    assign reg_out_2 = (read_address_2 == 5'd0) ? 32'd0 : registers[read_address_2];
endmodule
```
`run.sh`:
```
#!/bin/bash
# OpenROAD 26Q1-2900-gdf79404cd8, Yosys 0.63+post, stock flow scripts
make -C /OpenROAD-flow-scripts/flow DESIGN_CONFIG=/design/flow/config.mk WORK_HOME=/design/flow/orfs finish
```
`config.mk`:
```
export PLATFORM = sky130hd
export DESIGN_NAME = register_file
export DESIGN_NICKNAME = register_file
export VERILOG_FILES = /design/flow/design.v
export SDC_FILE = /design/flow/constraint.sdc
export NUM_CORES = 4
export LEC_CHECK = 1
export CORE_UTILIZATION = 30
```
`constraint.sdc`:
```
current_design register_file

set clk_period 14.9
set clk_io_pct 0.2

create_clock -name clk0 -period $clk_period [get_ports {clk}]

set non_clock_inputs [all_inputs -no_clocks]
set_input_delay [expr $clk_period * $clk_io_pct] -clock clk0 $non_clock_inputs
set_output_delay [expr $clk_period * $clk_io_pct] -clock clk0 [all_outputs]
```
==> metrics.txt <==
# HELP chip_impl_metric Yosys and OpenROAD flow results
# TYPE chip_impl_metric gauge
chip_impl_info{name="status",value="finished clean"} 1
chip_impl_metric{name="critPathMaxStageDelay",unit="ns"} 1.11
chip_impl_metric{name="final_min_period_over_clock_period",unit="%"} 71.28
chip_impl_metric{name="route.detailed.wl_per_inst",unit="um"} 30.07
chip_impl_metric{name="layout-area-overhead-vs-synth",unit="%"} 13.46
chip_impl_metric{name="timing.hold.worst_path_depth",unit=""} 2
chip_impl_info{name="registers.top_by_ff_count",value="registers"} 1
chip_impl_metric{name="tightestPinTransition",unit="ns"} 1.346
chip_impl_metric{name="static-leakage-power",unit="nW"} 20.58
chip_impl_metric{name="yosys_area",unit="sq mm"} 0.05423
chip_impl_metric{name="crit_arrival",unit="ns"} 7.64
chip_impl_info{name="worst_setup_path_start_kind",value="input pin"} 1
chip_impl_info{name="largest_area_cell",value="sky130_fd_sc_hd__edfxtp_1"} 1
chip_impl_info{name="slowest_stage",value="sky130_fd_sc_hd__a2111oi_1"} 1
chip_impl_metric{name="final_hold_viol_count",unit=""} 0
chip_impl_metric{name="fp_util",unit="%"} 30.29
chip_impl_info{name="common_cells",value="sky130_fd_sc_hd__edfxtp_1, sky130_fd_sc_hd__and2_1, sky130_fd_sc_hd__mux4_2"} 1
chip_impl_metric{name="final_critical_path_setup_slack",unit="ns"} 4.279
chip_impl_info{name="grt_setup_unrepaired",value="no"} 1
chip_impl_metric{name="swShare",unit="%"} 24.26
chip_impl_metric{name="via_count_of_the_first_global_routing_pass",unit=""} 35350
chip_impl_metric{name="clkSlewWorstSetupHoldPaths",unit="ns"} 0.06
chip_impl_metric{name="cts-hold-fix-buffers",unit=""} 0
chip_impl_info{name="post_synth_main_area_contributors",value="sky130_fd_sc_hd__edfxtp_1, sky130_fd_sc_hd__mux4_2, sky130_fd_sc_hd__and2_1"} 1
chip_impl_info{name="highest_layer",value="met5"} 1
chip_impl_metric{name="worst_ir_drop_vdd",unit="mV"} 0.08253
chip_impl_metric{name="edff_count_synth",unit=""} 1024
chip_impl_metric{name="drt_wl_total",unit="mm"} 179.6
chip_impl_metric{name="gp_congestion",unit=""} 0.8998
chip_impl_metric{name="log_warnings",unit=""} 26
chip_impl_info{name="cts.root.buffer_cell",value="sky130_fd_sc_hd__clkbuf_16"} 1
chip_impl_metric{name="via_count",unit=""} 32420
chip_impl_info{name="top_regs",value="registers: 1024 flops"} 1
chip_impl_metric{name="post-route-drc-count",unit=""} 0
chip_impl_metric{name="buffer_ports.inserted",unit=""} 113
chip_impl_metric{name="initialDrtViolationCount",unit=""} 2087
chip_impl_metric{name="clock_tree_sinks",unit=""} 1024
chip_impl_info{name="worst_hold_path_type",value="input pin to flop"} 1
chip_impl_metric{name="antenna_nets_post_route",unit=""} 0
chip_impl_metric{name="placed_area",unit="sq mm"} 0.05816
chip_impl_metric{name="synth.yosys.seq_area_share",unit="%"} 56.71
chip_impl_metric{name="cap_viol_max_count",unit=""} 0
chip_impl_metric{name="cts_buffer_depth",unit=""} 3
chip_impl_metric{name="core-area",unit="sq mm"} 0.1790
chip_impl_metric{name="grt_antenna_before_repair",unit=""} 7
chip_impl_info{name="synth_top_flop_cell",value="sky130_fd_sc_hd__edfxtp_1"} 1
chip_impl_metric{name="largest_register_ffs",unit=""} 1024
chip_impl_metric{name="setup-tns-final",unit="ns"} 0
chip_impl_metric{name="worst_slew_margin_rel",unit="%"} 10.02
chip_impl_metric{name="synth-cells-yosys",unit=""} 3500
chip_impl_metric{name="yosysUniqueCellTypes",unit=""} 43
chip_impl_info{name="timing.critical_path.mode_cell",value="sky130_fd_sc_hd__buf_4"} 1
chip_impl_info{name="path_class",value="input pin to output port"} 1
chip_impl_metric{name="floorplan.die_area",unit="sq mm"} 0.1825
chip_impl_info{name="cp-end-kind",value="output port"} 1
chip_impl_metric{name="die_h",unit="um"} 427.2
chip_impl_metric{name="cts_resized",unit=""} 0
chip_impl_metric{name="wirelength_met1",unit="mm"} 59.39
chip_impl_metric{name="synth_flops",unit=""} 1024
chip_impl_metric{name="critical_path_peak_fanout",unit=""} 55
chip_impl_metric{name="minimum_setup_slack_after_placement",unit="ns"} 4.317
chip_impl_metric{name="finalSetupViolCount",unit=""} 0
chip_impl_metric{name="comb_power_share",unit="%"} 12.3
chip_impl_metric{name="postSynthCellCount",unit=""} 3500
chip_impl_metric{name="combinational_gate_area",unit="sq mm"} 0.02208
chip_impl_metric{name="async_reset_ff_share",unit="%"} 0
chip_impl_metric{name="intPower",unit="mW"} 5.217
chip_impl_metric{name="cp_data_required_time",unit="ns"} 11.92
chip_impl_metric{name="cts.htree.levels",unit=""} 3
chip_impl_metric{name="netSwitchingPower",unit="mW"} 1.671
chip_impl_metric{name="fillCellCount",unit=""} 16700
chip_impl_metric{name="final_layout_size_suffix_gt1_share",unit="%"} 24.70
chip_impl_metric{name="groute.usage.overall",unit="%"} 21.16
chip_impl_metric{name="syn_area",unit="sq mm"} 0.05423
chip_impl_metric{name="dr_wl_met2",unit="mm"} 84.85
chip_impl_metric{name="detailed_place_hpwl",unit="mm"} 109.3
chip_impl_metric{name="power.share.clock",unit="%"} 38.3
chip_impl_metric{name="power.sequential.fraction",unit="%"} 49.5
chip_impl_metric{name="grt-ovfl-total",unit=""} 0
chip_impl_metric{name="vias_per_cell",unit=""} 5.430
chip_impl_metric{name="p_per_area",unit="mW/mm^2"} 111.9
chip_impl_metric{name="post_cts.repair.setup_buffers",unit=""} 0
chip_impl_metric{name="die_w",unit="um"} 427.2
chip_impl_metric{name="grt_pass1_wl",unit="mm"} 255.6
chip_impl_metric{name="grt_max_degree",unit=""} 85
chip_impl_metric{name="drv_slew",unit=""} 0
chip_impl_info{name="timing.critical_path.from",value="read_address_2[0]"} 1
chip_impl_info{name="cts_tree",value="built"} 1
chip_impl_metric{name="flop_area",unit="sq mm"} 0.03075
chip_impl_info{name="worstPathCellList",value="buf_8, buf_4, buf_4, mux4_2, a22o_1, a2111oi_1, nor3_1, clkdlybuf4s50_1"} 1
chip_impl_info{name="min_from",value="write_data[4]"} 1
chip_impl_metric{name="maxClockFrequency",unit="MHz"} 94.15
chip_impl_metric{name="cts-buffers-inserted",unit=""} 104
chip_impl_metric{name="syn_area_per_cell",unit="sq um"} 15.49
chip_impl_metric{name="post-synth-top-area-fraction",unit="%"} 56.71
chip_impl_metric{name="placementRows",unit=""} 155
chip_impl_metric{name="routed-wl-met3",unit="mm"} 27.02
chip_impl_metric{name="min_period",unit="ns"} 10.62
chip_impl_info{name="cell_with_the_most_instances_after_synthesis",value="sky130_fd_sc_hd__edfxtp_1"} 1
chip_impl_metric{name="num_io_pins",unit=""} 114
chip_impl_metric{name="synthesis.yosys.warnings",unit=""} 1
chip_impl_metric{name="dr.pass1.iters",unit=""} 5
chip_impl_metric{name="final_cell_area",unit="sq mm"} 0.06153
## stage by stage
stage,util [%],power [mW],hold slack [ns],cells
2_1_floorplan,-,3.931,3.079,3531
3_3_place_gp,32.49,4.309,3.840,5779
5_1_grt,34.37,7.091,3.126,5970
4_1_cts,34.37,6.927,3.091,5967
6_report,34.37,6.888,3.126,5971
3_5_place_dp,32.49,4.313,3.842,5779
## final cells by class
type                       instances  area share, %
clock buffer                     126          4.468
multi-input combinational       2121          35.89
tap                             2355          4.789
inverter                           2        0.01220
sequential                      1024          49.98
antenna                            4        0.01627
timing repair buffer             277          3.860
clock inverter                    62         0.9904
## final timing paths
check | slack [ns] | end
worst max-delay path | 4.28 | reg_out_2[5]
worst min-delay path | 3.13 | registers[0][4]
## worst max-delay path: cells and delay by family
| kind | cells | cell delay, ns |
|---|---|---|
| AND/OR/NAND/NOR | 1 | 0.31 |
| AND-OR/OR-AND | 2 | 1.35 |
| buffers and inverters | 4 | 2.34 |
| multiplexers | 1 | 0.58 |
## placed cells by master, fill, tap and decap left out, types with 14 or more instances in the layout
cell type,count
sky130_fd_sc_hd__a2111oi_0,14
sky130_fd_sc_hd__a2111oi_1,41
sky130_fd_sc_hd__a22o_1,51
sky130_fd_sc_hd__a22oi_1,16
sky130_fd_sc_hd__and2_1,994
sky130_fd_sc_hd__buf_4,164
sky130_fd_sc_hd__clkbuf_1,19
sky130_fd_sc_hd__clkbuf_16,107
sky130_fd_sc_hd__clkdlybuf4s50_1,104
sky130_fd_sc_hd__clkinv_1,28
sky130_fd_sc_hd__conb_1,32
sky130_fd_sc_hd__edfxtp_1,1024
sky130_fd_sc_hd__mux2_2,30
sky130_fd_sc_hd__mux2i_1,150
sky130_fd_sc_hd__mux4_2,472
sky130_fd_sc_hd__nor2_4,32
sky130_fd_sc_hd__nor3_1,54
sky130_fd_sc_hd__o22ai_1,103
sky130_fd_sc_hd__or2_2,32
## cells by family after synthesis
logic type / share of synthesized area (%)
muxes: 23.00
AOI/OAI and AO/OA: 3.653
other: 0.006916
buffers and inverters: 3.309
and+or+nand+nor: 13.33
DFF: 56.71
## per-layer routing
metal  global-route usage (%)  vias up
met4                    7.685       10
met5                    1.243        -
met1                    24.11    16160
met2                    32.11     2252
li1                         -    13620
met3                    13.80      385
## power groups by stage
stage	Clock (mW)	Combinational [mW]	Sequential [mW]
4_1_cts	2.67	0.853	3.41
5_1_grt	2.77	0.891	3.43
6_report	2.64	0.844	3.41
No activity file was given, so power comes from the tool's default toggle rates.
